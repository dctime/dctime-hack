## /design/flow/config.mk

```make
export PLATFORM = sky130hd
export DESIGN_NAME = hack
export DESIGN_NICKNAME = hack
export VERILOG_FILES = /design/flow/design.v
export SDC_FILE = /design/flow/constraint.sdc
export NUM_CORES = 4
export LEC_CHECK = 1
export CORE_UTILIZATION = 30
```

## /design/flow/constraint.sdc

```tcl
current_design hack

set clk_period 21.0
set clk_io_pct 0.2

create_clock -name clk0 -period $clk_period [get_ports {clk}]

set non_clock_inputs [all_inputs -no_clocks]
set_input_delay [expr $clk_period * $clk_io_pct] -clock clk0 $non_clock_inputs
set_output_delay [expr $clk_period * $clk_io_pct] -clock clk0 [all_outputs]
```

## /design/flow/design.v

```verilog
module Register1 (
    input in,
    input load,
    input clk,
    output reg out = 0
);
always @(posedge clk ) begin
    if (load == 1) begin
        out <= in;
    end else begin
        out <= out;
    end
end
endmodule
module Register16 (
    input [15:0] in,
    input load, clk,
    output [15:0] out
);
genvar registerCounter;
generate
    for (registerCounter = 0; registerCounter < 16; registerCounter = registerCounter + 1) begin : Register1to16
        Register1 register1 (.in(in[registerCounter]), .out(out[registerCounter]), .load(load), .clk(clk));
    end
endgenerate
endmodule
module RAM8 (
    input [15:0] in,
    input [2:0] addr,
    input load,
    input clk,
    output reg [15:0] out
);
wire [15:0] registerOut [7:0];
reg registerLoad [7:0];
genvar indexCounter;
reg [3:0] loadCounter;  
generate
    for (indexCounter = 0; indexCounter < 8; indexCounter = indexCounter + 1) begin : Register16toRAM8
        Register16 register16 (.in(in), .load(registerLoad[indexCounter]), .clk(clk), .out(registerOut[indexCounter]));
    end
endgenerate
always @(*) begin
    if (load == 1) begin
        for (loadCounter = 0; loadCounter < 8; loadCounter = loadCounter + 1) begin
            if (loadCounter == addr) begin
                registerLoad[loadCounter] <= load;
            end else begin
                registerLoad[loadCounter] <= 0;
            end
        end
    end else begin
        for (loadCounter = 0; loadCounter < 8; loadCounter = loadCounter + 1) begin
            registerLoad[loadCounter] <= 0;
        end
    end
    out <= registerOut[addr];
end
endmodule
module RAM64 (
    input [15:0] in,
    input [5:0] addr,
    input load, clk,
    output reg [15:0] out
);
wire [15:0] outs [7:0];
reg loads [7:0];
reg [3:0] loadCounter;
wire [2:0] ramAddr, allAddr;
assign allAddr = addr [2:0];
assign ramAddr = addr [5:3];
genvar RAMCounter;
generate
    for (RAMCounter = 0; RAMCounter < 8; RAMCounter = RAMCounter + 1) begin : RAM8to64
       RAM8 ram8 (.in(in), .addr(allAddr), .load(loads[RAMCounter]), .clk(clk), .out(outs[RAMCounter]));
    end
endgenerate
always @(*) begin
    for (loadCounter = 0; loadCounter < 8; loadCounter = loadCounter + 1) begin
        if (ramAddr == loadCounter) begin
            loads[loadCounter] <= load;
        end else begin
            loads[loadCounter] <= 0;
        end
    end
    out <= outs[ramAddr];
end
endmodule
module hack(
	input [15:0] in,
   input [8:0] addr,
   input load, clk,
   output [15:0] out
);
RAM64 ram64 (.in(in), .addr(addr), .load(load), .clk(clk), .out(out));
endmodule
```

## /design/flow/run.sh

```bash
#!/bin/bash
# OpenROAD 26Q1-2900-gdf79404cd8, Yosys 0.63+post, stock flow scripts
make -C /OpenROAD-flow-scripts/flow DESIGN_CONFIG=/design/flow/config.mk WORK_HOME=/design/flow/orfs finish
```

==> run notes <==
Notes on the flow run.

- The number of iterations in the first detailed-routing pass is 5, for reference.
- For this sky-water flow run, the detailed-routed wirelength per cell is reported as roughly 28 um.
- The sequential fraction of design power is 0.532, for reference.
- The worst slack at placement is just under 8000 ps, for reference.
- At the worst endpoint, the arrival time is 9060 ps.
- For this run the detailed placement stage logged an HPWL of between 70000 and 80000 um.
- The area recorded from the Yosys report for this design is 39900 um2.
- Recorded from the global router log, the overflow total was 0.
- The detail route stage leaves a number of antenna-violating nets equal to 0.
- In this run the worst path has a maximum fanout of roughly 42.
- The cell count listed in synth_stat.txt is around 2400, for reference.
- The highest supply drop recorded on VDD is about 0.000068 V.
- Dividing the detail-routed via count by the number of cells gives 5.30.
- The die span in y is approximately 370 um, for reference.
- The TritonCTS clock tree is done, for reference.
- The worst max-slew margin expressed relative to the limit is 0.226, for reference.
- The maximum achievable frequency is between 70 and 80 MHz, for reference.
- The worst-margin pin slew is about 1100 ps, for reference.
- The proportion of synthesized flip-flops having asynchronous set or reset is 0, for reference.
- The fraction of the core area covered by cells at the end of the flow is 0.349, for reference.
- The portion of total power attributed to the clock network is 0.407, for reference.
- The CTS report gives the tree buffer count as 104.
- The chip area is 134000 um2, for reference.
- The area added between synthesis and finish is 15.1%, for reference.
- The power report attributes to the combinational group a share of 0.061.
- The biggest area consumer among synthesized cells is edfxtp_1, for reference.
- Looking at the worst setup and hold paths, the clock pins of their registers show a slew of 60 ps.
- Per the CTS log, the maximum H-tree level is 3.
- The via count of the first global-routing pass came to ~23000.
- The initial antenna violation count is 10, for reference.
- Before any placement, the netlist area is recorded as 39900 um2.
- The number of warnings the tools reported is 32, for reference.
- The top flip-flop cell by instance count after synthesis is edfxtp_1, for reference.
- The count of buffers added by post-CTS timing repair for setup is 0, for reference.
- The number of I/O port buffers is 39, for reference.
- The static leakage is 14.5 nW, for reference.
- The worst path meets setup with 7740 ps of slack.
- Counting instances in the post-synthesis netlist gives the leading cell types as edfxtp_1 (1024), o21ai_0 (159), mux2i_1 (148).
- The row count is around 130, for reference.
- Once the clock tree was built, the resizer swapped 0 gates to a different size.
- In this design, the critical path's most frequently occurring cell is buf_4.
- In this run the deepest clock path goes through 3 buffers.
- The number of clock sinks is 1024, for reference.
- In this design, the largest share of critical-path delay is due to buffers and inverters.
- about 43 I/O pins were placed.
- TritonRoute reported its final design rule violation total as 0.
- The total power divided by cell area is roughly 93 nW/um2, for reference.
- The reported max-cap violation count is 0, for reference.
- The count of different cell masters after synthesis is approximately 70, for reference.
- In the floorplan report the effective utilization is 0.303.
- Internal power comes to approximately 3.3 mW.
- STA classifies the critical path startpoint as an input port.
- Per the final layout report, the fraction of cells sized above drive strength 1 comes to 0.150.
- The routed design could run at a clock period as short as 13260 ps.
- In the final timing run, aggregate negative setup slack is 0 ps.
- Hold is met by 3970 ps.
- For this block, the routed nets add up to approximately 120000 um of wire.
- The synthesized netlist cell count is between 2000 and 2500, for reference.
- Yosys attributes the largest share of cell area to edfxtp_1 (77%), mux2i_1 (3.7%), o21ai_0 (2.0%).
- Setup repair after global routing left no endpoint under its margin.
- The area fraction of the largest cell type after synthesis is 0.771.
- The critical path buffer and inverter count is 5, for reference.
- The post-place instance area is between 40000 and 50000 um2, for reference.
- The worst hold-check path type is input port to register, for reference.
- The number of warning messages in the yosys log is 8, for reference.
- The count of flip-flops with a built-in enable after synthesis is about 1000, for reference.
- The count of final hold-check violations is 0, for reference.
- The placeable core region is 132000 um2, for reference.
- The share of the Yosys chip area taken by registers is 0.771.
- In this run the mean area of a mapped cell was 16.6 um2.
- The root buffer cell chosen for the clock tree is clkbuf_16.
- The kind of end point of the critical path is an output port, for reference.
- The largest single stage delay on the critical path is roughly 700 ps.
- The report puts the hold buffer count at CTS at 0.
- The ratio of final minimum period to clock period is 0.631, for reference.
- The global-route wire length before repair is between 150000 and 200000 um, for reference.
- The maximum number of pins on one net before global-route repair is approximately 110, for reference.
- The timing report shows that the slowest cell on the worst path is and3b_2.
- The combined global-route utilization of all metal layers is 0.193, for reference.
- The flow ran to the end, and the final reports show no timing, DRC or antenna violations.
- Switching power as a fraction of the total was reported as 0.222.
- The most numerous cell in the Yosys netlist is edfxtp_1, for reference.
- The net switching power is roughly 940 uW, for reference.
- The end-of-flow timing check tallies setup violations at 0.
- The final weighted congestion of routability-driven global placement is approximately 0.93, for reference.
- The detailed router's first-iteration violation count is roughly 1600, for reference.
- The start-to-end type of the worst setup path is input port to output port, for reference.
- The count of vias placed by the detailed router is 23200, for reference.
- The required time of the worst setup path is about 17000 ps, for reference.
- The signal on the critical path passes through buf_8 -> buf_4 -> buf_4 -> and3b_2 -> buf_4 -> a21oi_1 -> o22ai_1 -> nor3_1 -> a41oi_1 -> clkdlybuf4s50_1.
- The finished layout cell area is around 46000 um2, for reference.
- Per the OpenROAD floorplan log, the width of the die is between 300 and 400 um.
- The synthesized flop and latch total is around 1000, for reference.
- For reference, the final report shows the max-slew violation count at 0.
## power groups by stage
stage / Combinational [mW] / Clock, mW / Sequential, mW
finish: 0.262 / 1.74 / 2.27
global route: 0.278 / 1.83 / 2.27
CTS: 0.259 / 1.75 / 2.27
## worst paths after layout
path / from / cells past startpoint / slack [ps] / end
max: addr[0] / 10 / 7740 / out[14]
min: in[5] / 1 / 3970 / register
## metrics by stage
step | std cells | power (mW)
3_5_place_dp | 4181 | 2.57
5_1_grt | 4371 | 4.37
4_1_cts | 4371 | 4.28
2_1_floorplan | 2403 | 2.43
3_3_place_gp | 4181 | 2.57
6_report | 4373 | 4.26
## cell type report
type                       count  area [um2]
antenna                        2        5.00
clock buffer                 134        2760
clock inverter                56         403
fill                       12400       85900
inverter                      11        43.8
multi-input combinational   1203        8320
sequential                  1024       30700
tap                         1755        2200
timing repair buffer         188        1460
## cells in the final DEF, fill, tap and decap left out, drive strengths merged, types with 12 or more instances in the layout
| master | instances |
|---|---|
| mux2 | 42 |
| edfxtp | 1024 |
| a32oi | 19 |
| mux2i | 148 |
| a211oi | 20 |
| nor2 | 135 |
| nor3 | 21 |
| o2bb2ai | 12 |
| clkinv | 49 |
| nand2 | 105 |
| nor2b | 18 |
| a32o | 16 |
| o211ai | 25 |
| buf | 168 |
| clkdlybuf4s50 | 20 |
| nand2b | 31 |
| a221oi | 40 |
| mux4 | 12 |
| o21ai | 160 |
| a22oi | 24 |
| a21oi | 109 |
| o221ai | 48 |
| inv | 12 |
| o22ai | 49 |
| clkbuf | 134 |
| a22o | 19 |
| nand3 | 22 |
## routing by layer
metal	vias to the layer above	GRT usage	part of all wire
met3	275	0.155	0.18
met1	11400	0.223	0.34
met5	-	0.0110	0.0020
met2	1511	0.270	0.44
met4	16	0.0646	0.042
li1	9938	-	-
## logic make-up (layout without fill, tap and decap cells)
| group | Yosys count | in the layout | synth area share |
|---|---|---|---|
| DFF | 1024 | 1024 | 0.771 |
| AOI/OAI and AO/OA | 631 | 631 | 0.109 |
| and+or+nand+nor | 370 | 370 | 0.0424 |
| muxes | 202 | 202 | 0.0558 |
| buffers and inverters | 176 | 389 | 0.0224 |
| other | 0 | 2 | 0 |
Power is estimated from default activity; no workload was simulated.
