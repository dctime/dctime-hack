File: design/flow/run.sh
#!/bin/bash
# OpenROAD 26Q1-2900-gdf79404cd8, Yosys 0.63+post, stock flow scripts
make -C /OpenROAD-flow-scripts/flow DESIGN_CONFIG=/design/flow/config.mk WORK_HOME=/design/flow/orfs finish
File: design/flow/config.mk
export PLATFORM = sky130hd
export DESIGN_NAME = ALU
export DESIGN_NICKNAME = ALU
export VERILOG_FILES = /design/flow/design.v
export SDC_FILE = /design/flow/constraint.sdc
export NUM_CORES = 4
export LEC_CHECK = 1
export CORE_AREA = 10 10 108 108
export DIE_AREA = 0 0 118 118
File: design/flow/design.v
module HalfAdder (
    input a, b,
    output sum, carry
);
    assign sum = a ^ b;
    assign carry = a & b;
endmodule
module FullAdder (
    input a, b, c,
    output sum, carry
);
    wire bAddCSum, bAddCCarry;
    wire aAddBAddCCarry;
    HalfAdder halfAdder1 (.a(b), .b(c), .sum(bAddCSum), .carry(bAddCCarry));
    HalfAdder halfAdder2 (.a(a), .b(bAddCSum), .sum(sum), .carry(aAddBAddCCarry));
    assign carry = bAddCCarry ^ aAddBAddCCarry;
endmodule
module Adder16 (
	input [15:0] i1, i2,
	output [15:0] o
);
	wire wCarry [0:15];
	genvar gCounter;
	generate
		for (gCounter = 0; gCounter < 16; gCounter = gCounter + 1) begin
			if (gCounter == 0) begin
				HalfAdder halfAdder (.a(i1[gCounter]), .b(i2[gCounter]), .sum(o[gCounter]), .carry(wCarry[gCounter])); 
			end else begin
				FullAdder fullAdder (.a(i1[gCounter]), .b(i2[gCounter]), .c(wCarry[gCounter-1]), .sum(o[gCounter]), .carry(wCarry[gCounter]));
			end
		end
	endgenerate
endmodule
module Not16 (
    input [15:0] in,
    output [15:0] out
);
    assign out[15:0] = ~in[15:0];
endmodule
module ALU (
    input wire [15:0] x, y,
    input wire zx, nx, zy, ny, f, no,
    output reg [15:0] out,
    output reg zr, ng
);
reg [15:0] rvProcessedX, rvProcessedY, rvCalculated;
wire [15:0] wvAddedXAndY, wvNotOut;
Adder16 adder16 (.i1(rvProcessedX), .i2(rvProcessedY), .o(wvAddedXAndY));
Not16 not16 (.in(rvCalculated), .out(wvNotOut));
always @(*) begin
    if (zx == 1) begin
        rvProcessedX = 0;
    end else begin
        rvProcessedX = x;
    end
    if (nx == 1) begin
        rvProcessedX = ~rvProcessedX;
    end else begin
        rvProcessedX = rvProcessedX;
    end
    if (zy == 1) begin
        rvProcessedY = 0;
    end else begin
        rvProcessedY = y;
    end
    if (ny == 1) begin
        rvProcessedY = ~rvProcessedY;
    end else begin
        rvProcessedY = rvProcessedY;
    end
    if (f == 0) begin
        rvCalculated = rvProcessedX & rvProcessedY;
    end else begin
        rvCalculated = wvAddedXAndY;
    end
    if (no == 0) begin
        out = rvCalculated;
    end else begin
        out = wvNotOut;
    end
    if (out == 0) begin
        zr = 1;
    end else begin
        zr = 0;
    end
    if (out[15] == 0) begin
        ng = 0;
    end else begin
        ng = 1;
    end
end
endmodule
File: design/flow/constraint.sdc
current_design ALU

set clk_period 11.5
set clk_io_pct 0.2

create_clock -name clk0 -period $clk_period

set non_clock_inputs [all_inputs -no_clocks]
set_input_delay [expr $clk_period * $clk_io_pct] -clock clk0 $non_clock_inputs
set_output_delay [expr $clk_period * $clk_io_pct] -clock clk0 [all_outputs]
==> run summary <==
Purpose: to document the outcome of synthesis and place and route.

Status
The flow ran to the end, and the final reports show no timing, DRC or antenna violations.

Power
The maximum VDD drop is 0.00002427 V. The power report attributes to the sequential group a share of 0. The leakage power total is 0.8206 nW. The script computed the net switching share of total power as 0.4241. Of the total power, the clock network draws 0.

The switching power total is 0.00007233 W. The combinational share of power is 1.000. The internal cell power is 0.00009821 W. The power per unit of standard cell area is 73.40 nW/um^2.

Timing
The worst pin sits at a relative slew slack of 0.4977. The number of max-slew violations in the final report is 0. The final hold slack is 5549 ps. The final critical-path setup slack is 163.6 ps.

Setup repair after global routing could not meet its margin everywhere. The setup total negative slack is 0 ps. The time the worst path needs with I/O delays and setup is 11340 ps.

Based on the critical path, the design can be clocked at up to 88.21 MHz. The final report lists the setup-violating endpoint count as 0. The final hold violation count recorded for this run is 0. The final cycle utilization of the critical path is 0.9858.

The pin closest to its max-slew limit shows a slew of 751.2 ps.

Cells and area
Registers take 0 um^2. Leaving out filler cells and counting taps, the final layout contains 365. The proportion of layout cells with a drive suffix above 1 is 0.2627.

Per the run report, area growth between synthesis and finish was 65.07%. The final layout report lists a filler cell count of 1016. Sequential cells placed in the final layout were counted as 0. The final design utilization is 0.2503.

In the final layout, the clock buffer count is 0.

Synth
In the Yosys report the total cell count is 175. The cell taking the most area after synthesis is xnor2_1. The synthesized netlist contains 36 unique library cells. In this run, the synthesized area fraction spent on adder and majority cells is recorded as 0.2080.

Of the combinational cells, the family taking the most area is XOR/XNOR gates. The synthesized-area fraction occupied by ao, oa, aoi and oai cells is 0.1262. The sequential fraction of the synthesis area is 0. The post-synthesis share of cell area spent on and, or, nand and nor gates is 0.2729.

The mux share of post-synthesis cell area is 0.03911. The synthesized netlist occupies a cell area of 1408 um^2. The area figure in the yosys stat output is 1408 um^2. Synthesis produced 175 cells. The share of synthesized area in the top cell type comes to 0.2862.

The number of warnings reported in the yosys synthesis log is 2. The main area contributors are xnor2_1 29%, fa_1 20%, nand2b_1 12%. The xor and xnor area share after synthesis is 0.2924. A synthesized cell averages 8.043 um^2.

Critical path
The type of element launching the critical path is a primary input. The required arrival time at the worst endpoint is 9200 ps. On the critical path, the stage with the largest delay is an instance of fa_2. STA classifies the critical path endpoint as a primary output. The number of buffers and inverters on the critical path is 4. STA puts the critical path data arrival time at 9040 ps.

The critical-path maximum fanout is 3. The timing report shows the most common cell along the critical path to be fa_2. The peak per-stage delay on the critical path is 430 ps. The kind of cell adding the most delay to the critical path is adder cells. The critical path is of the primary input to primary output type.

Placed design
In this run the tool buffered the top-level ports with 56 buffer cells. Once placement completed, the tool counted placed cells totaling 364. The post-placement setup slack is -1165 ps. The post-detailed-placement half-perimeter wirelength is 4500 um. The weighted congestion at the end of routability-driven global placement is 0.8918.

Global routing
The number of antenna violations at the first check in global routing came to 0. The first-pass GRT wire length is 8155 um. In the global route stage, overall resource usage came out at 0.07197. The via count of the first global-routing pass is 1553. Summed over all layers, the global routing overflow is 0.

The largest net degree at the start of global routing is 25.

Floorplanning
The core box area is 9284 um^2. The overall die size recorded for this design is 13920 um^2. The cell row count is 35. The horizontal die dimension reported for this design is 118 um. The floorplan report gives the top-level pin count as 56.

The die is 118 um tall. The initial core utilization is 0.1516.

Drt
The number of nets with antenna violations after detailed routing is 0. The script logs the mean routed wire length per placed instance as 13.82 um. The detailed router finished its first iteration with 18 violations. The final antenna diode tally reported by the flow is 0.

The final route contains 1394 vias. The via density per instance is 3.819. The post-detailed-routing wire length is 5043 um. The length of the first detailed-routing pass in iterations is 4. The number of remaining DRC errors is 0.

Run
Warnings raised by the tools during the run amount to 33. Per the run summary, max-cap violations total 0.

Clock network
The post-CTS hold buffer count recorded in the log is 0.

Worst hold path
The path category of the worst min-delay check is primary input to primary output. The worst min-delay path startpoint is zx. The number of cells on the worst hold path is listed as 8.

The endpoint of the worst hold path is reported as zr.
[Yosys cell counts (all sizes together) (2+ instances only)]
cell type,number
xnor2,46
o21ai,7
and2b,2
buf,7
mux2,4
nor4,2
nand3,2
nand2b,28
nor2,3
clkbuf,5
a211oi,2
nand2,5
a31oi,9
nor2b,5
o31a,2
fa,14
nand4,2
and2,8
inv,7
[layout make-up]
type                            instances  area [um^2]  share of cell area
Inverter                                7        26.28             0.01131
Multi-Input combinational cell        156         1474              0.6344
Tap cell                              129        161.4             0.06947
Timing Repair Buffer                   73        661.9              0.2849
[metrics by stage]
step | total power, W | cell area (um^2)
finish | 0.0001705 | 2323
global route | 0.0001902 | 2323
CTS | 0.0001694 | 2291
detailed placement | 0.0001638 | 2213
global placement | 0.0001622 | 2213
floorplan | 0.00008630 | 1438
[worst min-delay path, cell delays in order]
cell	delay (ps)
buf_8	80
buf_6	100
nand2b_1	120
xnor2_1	230
nand2_1	80
nand4_1	140
a2111oi_4	80
buf_2	120
[worst max path at each step]
stage                 from  end  slack, ps  cells after the start
after global routing    zx   zr        -50                     27
final                   zy   zr        160                     26
after CTS             x[1]   zr         10                     26
[cell usage in the layout, fill, tap and decap left out, types with 2 or more instances in the layout]
cell type         n
dlygate4sd2_1     2
and2_1            7
xnor2_1          44
buf_4            16
clkdlybuf4s50_1  45
nand2b_4          2
nor2b_4           2
mux2_2            4
nand2_1           5
nor2_1            2
buf_2             2
a31oi_1           8
clkbuf_2          5
and2b_1           2
a211oi_1          2
nand2b_1         26
inv_1             3
fa_2             14
nand3_1           2
o31a_1            2
inv_2             4
o21ai_0           7
nor2b_1           3
nand4_1           2
nor4_1            2
[power groups by stage]
stage         sequential (W)  combinational (W)  clock, W
finish                     0           0.000171         0
global route               0           0.000190         0
CTS                        0           0.000169         0
[what timing repair did]
| action | CTS | global route |
|---|---|---|
| buffers inserted | 1 | 0 |
| setup endpoints to repair | 5 | 3 |
| gates resized | 42 | 20 |
| cloned | 0 | 0 |
| pin swaps | 21 | 3 |
[cell families after synthesis]
group | Yosys count
AND-OR/OR-AND | 26
XOR/XNOR | 47
adder cells (fa/ha/maj) | 15
buffers and inverters | 19
multiplexers | 5
AND/OR/NAND/NOR | 63
[layer usage]
layer,vias up,part of all wire,global-route usage
met4,0,0.00040,0
met1,648,0.43,0.09077
met2,43,0.51,0.1297
met3,2,0.056,0.01556
met5,-,0,0
li1,701,-,-
No activity file was given, so power comes from the tool's default toggle rates.
