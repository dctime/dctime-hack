[design/flow/run.sh]
#!/bin/bash
# OpenROAD 26Q1-2900-gdf79404cd8, Yosys 0.63+post, stock flow scripts
make -C /OpenROAD-flow-scripts/flow DESIGN_CONFIG=/design/flow/config.mk WORK_HOME=/design/flow/orfs finish
[design/flow/config.mk]
export PLATFORM = sky130hd
export DESIGN_NAME = Incrementor16
export DESIGN_NICKNAME = Incrementor16
export VERILOG_FILES = /design/flow/design.v
export SDC_FILE = /design/flow/constraint.sdc
export NUM_CORES = 4
export LEC_CHECK = 1
export CORE_AREA = 10 10 70 70
export DIE_AREA = 0 0 80 80
[design/flow/constraint.sdc]
current_design Incrementor16

set clk_period 3.4
set clk_io_pct 0.2

create_clock -name clk0 -period $clk_period

set non_clock_inputs [all_inputs -no_clocks]
set_input_delay [expr $clk_period * $clk_io_pct] -clock clk0 $non_clock_inputs
set_output_delay [expr $clk_period * $clk_io_pct] -clock clk0 [all_outputs]
[design/flow/design.v]
module Incrementor16 (
    input [15:0] in,
    output reg [15:0] out
);
    reg [4:0] rvCounter = 0;
    reg stopFlip = 0;
    always @(in) begin
        stopFlip = 0;
        for (rvCounter = 0; rvCounter < 16; rvCounter = rvCounter + 1) begin
            if (stopFlip == 0) begin
                if (in[rvCounter] == 0) begin
                    stopFlip = 1;
                    out[rvCounter] = ~in[rvCounter];
                end else begin
                    stopFlip = 0;
                    out[rvCounter] = ~in[rvCounter];
                end
            end else begin
                out[rvCounter] = in[rvCounter];
                stopFlip = 1;
            end
        end
    end
endmodule
==> flow_metrics.py <==
# Generated from Yosys and OpenROAD reports
metrics = {
    "status": {
        "status": "finished with violations",
        "violations": "negative setup slack",
    },
    "logic_synthesis": {
        "yosys.area.top_type": "ha_1",
        "yosys_area_sq_um": 187.7,
        "synth.area.top_cells": "ha_1 (93%), xor2_1 (4.7%), inv_1 (2.0%)",
        "yosysSeqAreaShare_pct": 0,
        "synth_cells": 16,
        "ys_cells": 16,
        "ys_types": 3,
        "yosysTopAreaCellShare_pct": 93.33,
        "yosysWarnings": 1,
        "syn_area_sq_um": 187.7,
        "syn_area_per_cell_sq_um": 11.73,
    },
    "power_and_ir_drop": {
        "leakage_nw": 0.2631,
        "powerDensity_mw_per_mm2": 78.80,
        "p_seq_share_pct": 0,
        "pwr-share-comb_pct": 100.0,
        "p_clk_share_pct": 0,
        "switching_power_uw": 15.65,
        "swShare_pct": 27.09,
        "peakVddDrop_uv": 33.27,
        "internal_power_uw": 42.12,
    },
    "detailed_routing": {
        "vias_per_cell": 2.862,
        "diodes": 0,
        "drt_pass1_iterations": 1,
        "drt_iter0_drc": 0,
        "totalWireLength_um": 1081,
        "drc": 0,
        "avgRoutedWirePerCell_um": 11.50,
        "vias": 269,
        "ant_nets": 0,
    },
    "run": {
        "warnings": 35,
        "drv_cap": 0,
    },
    "sta": {
        "period_minus_slack_ps": 3823,
        "hold_viol_final": 0,
        "max_clock_freq_mhz": 261.6,
        "finalSetupViolCount": 4,
        "finalWorstSetupSlack_ps": -423.0,
        "final_max_slew_viol_count": 0,
        "relSlewSlack_pct": 91.12,
        "finalCritPeriodShare_pct": 112.4,
        "finalSetupTns_ps": -1078,
        "rsz0062_at_grt": "yes",
        "worst_pin_slew_ps": 132.8,
    },
    "die": {
        "dieHeight_um": 80,
        "pin_count": 32,
        "die_area_sq_mm": 0.006400,
        "core_sq_mm": 0.003416,
        "fp_util_pct": 5.495,
        "die_x_um": 80,
        "rows": 21,
    },
    "setup_path": {
        "critPathSlowestCell": "ha_4",
        "start_kind": "input pin",
        "cp_data_arrival_time_ps": 3140,
        "startpoint": "in[0]",
        "cp_max_fo": 2,
        "worst-setup-path-type": "in2out",
        "worst_setup_path_end_kind": "primary output",
        "crit_path_cell_trace": "buf_6 > ha_4 > ha_4 > ha_4 > ha_4 > ha_4 > ha_4 > ha_4 > ha_4 > ha_4 > ha_4 > ha_4 > ha_4 > ha_4 > ha_4 > xor2_1 > buf_2",
        "critPathMaxStageDelay_ps": 150,
        "required_ps": 2720,
        "cpMostUsedCell": "ha_4",
    },
    "finish": {
        "clkbuf_count": 0,
        "most-common-layout-cells": "clkdlybuf4s50_1 (21), ha_4 (14), buf_6 (5)",
        "seq_cells": 0,
        "area_growth_pct": 290.7,
        "mostFrequentLayoutCell": "clkdlybuf4s50_1",
        "drive_above_1_share_pct": 43.75,
        "fin_cells": 94,
        "seqCellArea_sq_um": 0,
    },
    "global_route": {
        "grt_usage_pct": 3.417,
        "grt_max_degree": 3,
        "grt_first_pass_wirelength_um": 1745,
        "antenna_found_initial": 0,
        "gr-total-overflow": 0,
        "grt_pass1_vias": 333,
    },
    "clock_tree": {
        "hold_buffers": 0,
        "postCtsSetupBuffers": 0,
    },
    "worst_hold_path": {
        "hp-class": "in2out",
        "worstHoldStart": "in[0]",
    },
    "placement": {
        "gp_congestion": 0.8025,
        "dp_hpwl_um": 1029,
        "dp_cells": 94,
        "io_buffers": 32,
    },
}
[cell usage after synthesis, drive strengths merged]
cell / number
ha: 14
inv: 1
xor2: 1
[worst max-delay path: cells and delay by family]
kind,cells,cell delay (ps)
buffers and inverters,2,210
adders and majority gates,14,2100
xor gates and xnor gates,1,130
[metrics by stage]
stage | power (mW) | area, sq um | hold slack [ps] | util, % | setup slack (ps)
6_report | 0.05778 | 733.2 | 1881 | 21.47 | -423.0
5_1_grt | 0.06594 | 733.2 | 1901 | 21.47 | -525.4
2_1_floorplan | 0.003961 | 362.8 | 1369 | - | -213.7
3_5_place_dp | 0.06030 | 740.7 | 2300 | 21.69 | -1252
3_3_place_gp | 0.05988 | 740.7 | 2305 | 21.69 | -1229
4_1_cts | 0.05910 | 726.9 | 1894 | 21.28 | -438.0
[logic make-up (layout without fill, tap and decap cells)]
group,count (synthesis),after routing,synth area share (%)
xor gates and xnor gates,1,1,4.668
buffers and inverters,1,33,1.998
adders and majority gates,14,14,93.33
[metal layers]
metal	GRT usage [%]	up-vias	part of all wire (%)
met5	0	-	0
met1	4.153	114	41
met4	0	0	0
met2	4.334	30	32
met3	3.523	0	27
li1	-	125	-
[path summary, 6_finish.rpt]
path                   to  slack (ps)  depth (start not counted)
setup / recovery  out[15]        -420                         17
hold / removal     out[0]        1880                          3
[final cells by class]
class	instances	area, sq um
Fill cell	373	2683
Multi-Input combinational cell	15	359.1
Timing Repair Buffer	32	312.8
Tap cell	46	57.56
Inverter	1	3.754
[repair_timing]
action | in CTS | in global routing
resized | 33 | 1
pin swaps | 14 | 0
gates cloned | 0 | 0
setup endpoints to repair | 9 | 4
[power groups by stage]
stage | Sequential, mW | Combinational, mW | Clock, mW
global route | 0 | 0.0659 | 0
CTS | 0 | 0.0591 | 0
finish | 0 | 0.0578 | 0
Power and IR drop assume default switching activity.
